<file path="config.mk">
export PLATFORM = sky130hd
export DESIGN_NAME = vga
export DESIGN_NICKNAME = vga
export VERILOG_FILES = /design/flow/design.v
export SDC_FILE = /design/flow/constraint.sdc
export NUM_CORES = 4
export LEC_CHECK = 1
export CORE_AREA = 10 10 100 100
export DIE_AREA = 0 0 110 110
</file>
<file path="design.v">
module vga (
    input clk,
    input reset,
    input       [1:0]   alt_color,
    input               video_on,
    input       [9:0]   pixel_row,
    input       [9:0]   pixel_col,
    output      [14:0]  bitmap_rom_addr,
    input               bitmap_rom_data,
    output      [14:0]  sstv_ram_addr,
    input       [1:0]   sstv_ram_data,
    output reg  [2:0]   red,
    output reg  [2:0]   green,
    output reg  [1:0]   blue
);
    reg [7:0] bitmap_col;
    reg [6:0] bitmap_row;
    reg [7:0] sstv_col;
    reg [6:0] sstv_row;
    reg [7:0] color;
    reg [7:0] on_color;
    assign bitmap_rom_addr  = (bitmap_row * 160) + bitmap_col;
    assign sstv_ram_addr    = (sstv_row * 160) + sstv_col;
    always @(posedge clk) begin
        if (video_on) begin
            red   <= color[2:0];
            green <= color[5:3];
            blue  <= color[7:6];
        end
        else begin
            red   <= 3'b000;
            green <= 3'b000;
            blue  <= 2'b00;
        end
    end
    localparam COLOR_BLACK          = 8'b00_000_000;
    localparam COLOR_WHITE          = 8'b11_111_111;
    localparam COLOR_GREEN          = 8'b00_111_000;
    localparam COLOR_RED            = 8'b00_000_111;
    localparam COLOR_BLUE           = 8'b11_000_000;
    localparam COLOR_DARKGRAY       = 8'b01_010_010;
    localparam COLOR_LIGHTGRAY      = 8'b10_100_100;
    always @(*)
        if (reset)
            on_color = COLOR_WHITE;
        else
            case (alt_color)
                2'b00:
                    on_color = COLOR_WHITE;
                2'b01:
                    on_color = COLOR_GREEN;
                2'b10:
                    on_color = COLOR_RED;
                2'b11:
                    on_color = COLOR_BLUE;
            endcase
    always @(*)
        if (reset)
            color = COLOR_BLACK;
        else begin
            color = COLOR_BLACK;
            if ((pixel_col >= 10'd0) && (pixel_col < 10'd320)) begin
                if (pixel_row < 10'd240) begin
                    bitmap_col = pixel_col >> 1;
                    bitmap_row = pixel_row >> 1;
                    if (bitmap_rom_data)
                        color = on_color;
                    else
                        color = COLOR_BLACK;
                end
            end
            else if ((pixel_col >= 10'd320) && (pixel_col < 10'd640)) begin
                if (pixel_row < 10'd240) begin
                    sstv_col = (pixel_col - 10'd320) >> 1;
                    sstv_row = pixel_row >> 1;
                    if (sstv_ram_data)
                        color = on_color;
                    else
                        color = COLOR_BLACK;
                end
            end
        end
endmodule
</file>
<file path="constraint.sdc">
current_design vga

set clk_period 2.0
set clk_io_pct 0.2

create_clock -name clk0 -period $clk_period [get_ports {clk}]

set non_clock_inputs [all_inputs -no_clocks]
set_input_delay [expr $clk_period * $clk_io_pct] -clock clk0 $non_clock_inputs
set_output_delay [expr $clk_period * $clk_io_pct] -clock clk0 [all_outputs]
</file>
<file path="run.sh">
#!/bin/bash
# OpenROAD 26Q1-2900-gdf79404cd8, Yosys 0.63+post, stock flow scripts
make -C /OpenROAD-flow-scripts/flow DESIGN_CONFIG=/design/flow/config.mk WORK_HOME=/design/flow/orfs finish
</file>
==> GITHUB_STEP_SUMMARY <==
## Synthesis and layout report

| Metric | Value |
|---|---|
| CTS Buf Count | `3` |
| IO Count | `66` |
| Drc violations | `0` |
| Clk root buf | `clkbuf_8` |
| Drt wl/cell | `about 12 um` |
| Peak Freq | `just under 0.6 GHz` |
| EDFF count, synth | `0` |
| Combinational share of power | `about 66%` |
| Arr. time, crit path | `between 1.5 and 2 ns` |
| Pre-Repair DR Iteration Count | `2` |
| Yosys chip area | `between 1500 and 2000 sq um` |
| Tool warning count | `29` |
| Fin. Hold Viols | `0` |
| Xor and xnor area share after synthesis | `about 11%` |
| Layout area overhead | `40.41%` |
| Switching portion of total power | `approximately 30%` |
| VDD IR-drop max | `~160 uV` |
| Distinct lib cells | `34` |
| # rows | `32` |
| Synthesized instance count | `~180` |
| Setup CP Type | `in -> reg` |
| Registers, synthesis | `33` |
| Finished Cell Area | `roughly 2400 sq um` |
| Clk network pwr share | `19.8%` |
| Simple-Gate Area Share | `roughly a tenth` |
| GRT overflow | `0` |
| Total Wirelength | `a little under 4000 um` |
| Lkg Pwr | `about 0.0011 uW` |
| Die W | `around 110 um` |
| PortBufs | `between 60 and 70` |
| Type of the most critical hold path | `in -> reg` |
| Detail Route Antenna Nets | `0` |
| Ys Warns | `1` |
| Post-CTS Hold Buffers | `0` |
| Yosys Instances | `182` |
| Core area | `slightly below 8000 sq um` |
| DPL Wire Length | `3574 um` |
| Setup TNS | `0 ns` |
| Slew HR | `between 60% and 70%` |
| Setup crit end kind | `register` |
| First-pass GRT wire length | `6603 um` |
| Maxcap violations | `0` |
| Largest net degree at the start of global routing | `16` |
| Top delay family on crit path | `buffers and inverters` |
| Cts repair resizes | `0` |
| Period utilisation layout | `a little under nine tenths` |
| Main flop type | `dlxtn_1` |
| CTS tree | `built` |
| Reg clk slew, reported paths | `0.03 ns` |
| Dominant comb cell | `adder cells` |
| Synth area leaders | `dlxtn_1 26%, ha_1 22%, xnor2_1 6.6%` |
| Initial antenna violation count | `0` |
| Vias in the first global route | `1429` |
| Maximum buffer depth of the clock tree | `2` |
| Mapped cell area | `1728 sq um` |
| Commonest cells in the netlist | `30 x dlxtn_1, 30 x ha_1, 20 x inv_1` |
| Setup violations, final | `0` |
| Max Slew Vio Count | `0` |
| Endpoints left unconstrained | `60` |
| Internal power | `about 620 uW` |
| Async SR Flop Fraction | `0%` |
| Fill count | `801` |
| Initial DRC Count | `5` |
| Via-per-instance ratio | `a little under 4` |
| CTS H-tree lvls | `1` |
| Gr usage total | `under 10%` |
| RSZ-0062 raised after global routing | `false` |
| Gpl congestion | `between 0.7 and 0.8` |
| Area share of the largest cell type after synthesis | `26.07%` |
| Pwr/cell area | `around 360 nW/um^2` |
| Floorplan core density | `around 22%` |
| Cell chain of the critical path | `clkdlybuf4s50_1 -> inv_1 -> ha_1 -> inv_1 -> a21oi_1 -> mux2i_1 -> nor2_1 -> o21a_1` |
| Sequential group share of total power | `about 14%` |
| Critical path required time | `~2.1 ns` |
| Post-CTS setup buffers | `0` |
| FA/HA/MAJ Cells, Area Fraction | `a little over a quarter` |
| Die height | `between 100 and 150 um` |
| Number of diodes | `0` |
| Outcome | `finished clean` |
| Layout cell share with drive strength beyond 1 | `between 3 and 4%` |
| Worst path most repeated cell | `inv_1` |
| Worst Path Max Fanout | `3` |
| Vias | `roughly 1300` |
| Crit path buf inv count | `3` |
| Synth mux share | `0.5793%` |
| Avg Inst Size Synth | `around 9.5 sq um` |
| Tmin final | `1.724 ns` |
| Crit start category | `input port` |
| Synth area leader | `dlxtn_1` |
| Number of register pins that no clock reaches | `30` |
| Chip area | `around 12000 sq um` |
| Cell area after placement | `about 2400 sq um` |
| Slew @ Worst Pin | `around 0.52 ns` |
| Switching pwr | `approximately 260 uW` |
| Crit path largest cell delay | `~0.45 ns` |
| Slowest CP cell | `clkdlybuf4s50_1` |
| Tot Pwr | `879.0 uW` |
| Aoi share | `11.73%` |
[kinds of logic after synthesis]
logic type      after synthesis
simple gates                 28
fa+ha+maj                    34
flops                         3
xor+xnor                     20
buf+inv                      35
latches                      30
compound gates               31
mux                           1
[worst min-delay path, stage by stage]
cell and delay, ns:
clkdlybuf4s50_1 0.40, nand2_1 0.08, nor3_1 0.04
[path summary, 6_finish.rpt]
kind | cells past startpoint | startpoint | to
min | 3 | video_on | blue[0]$_SDFF_PP0_
max | 8 | pixel_col[7] | green[1]$_SDFF_PP0_
[routing by layer]
layer,part of all wire (%),GRT usage [%],up-vias,wire length [um]
li1,-,-,702,-
met1,44,8.621,579,1717
met2,44,10.54,39,1734
met3,12,3.584,0,463
met4,0,0.3717,0,0
met5,0,0,-,0
[sequential cells by signal, indices dropped and copies added (netlist names)]
register,count
bitmap_col,8
sstv_row,7
sstv_col,8
green,1
blue,1
bitmap_row,7
red,1
[final cells by class]
type	instances	area, sq um	share of cell area (%)
Timing Repair Buffer	64	638.1	26.30
Inverter	20	75.07	3.094
Multi-Input combinational cell	114	1030	42.44
Tap cell	102	127.6	5.260
Clock buffer	4	45.04	1.857
Sequential cell	33	510.5	21.04
[placed cells by master, fill, tap and decap left out, drive strengths merged, types with 6 or more instances in the layout]
cell / count
a21oi: 7
xor2: 6
clkdlybuf4s50: 63
o21ai: 10
ha: 30
nor2: 8
dlxtn: 30
inv: 20
xnor2: 13
[power by group through the flow]
stage	clock (uW)	sequential (uW)	combinational [uW]
finish	174	126	579
global route	187	131	662
CTS	180	127	600
[metrics by stage]
step / hold slack, ns / worst slack, ns / util, % / std cells
after global placement: 0.9747 / 0.1142 / 30.50 / 333
final: 0.7564 / 0.2756 / 31.07 / 337
after detailed placement: 0.9824 / 0.06358 / 30.50 / 333
after floorplan: 0.5429 / 0.6291 / - / 182
after global routing: 0.7978 / 0.09954 / 31.07 / 337
after CTS: 0.7565 / 0.2860 / 31.07 / 337
Power figures rest on the tool's default switching activity, not on a simulated workload.
