--- design/flow/run.sh ---
#!/bin/bash
# OpenROAD 26Q1-2900-gdf79404cd8, Yosys 0.63+post, stock flow scripts
make -C /OpenROAD-flow-scripts/flow DESIGN_CONFIG=/design/flow/config.mk WORK_HOME=/design/flow/orfs finish
--- design/flow/config.mk ---
export PLATFORM = sky130hd
export DESIGN_NAME = sstv_stim
export DESIGN_NICKNAME = sstv_stim
export VERILOG_FILES = /design/flow/design.v
export SDC_FILE = /design/flow/constraint.sdc
export NUM_CORES = 4
export LEC_CHECK = 1
export CORE_UTILIZATION = 40
--- design/flow/constraint.sdc ---
current_design sstv_stim

set clk_period 3.6
set clk_io_pct 0.2

create_clock -name clk0 -period $clk_period [get_ports {clk}]

set non_clock_inputs [all_inputs -no_clocks]
set_input_delay [expr $clk_period * $clk_io_pct] -clock clk0 $non_clock_inputs
set_output_delay [expr $clk_period * $clk_io_pct] -clock clk0 [all_outputs]
--- design/flow/design.v ---
module sstv_stim #(
    parameter simulate = 0
)   (
    input clk,
    input reset,
    input send,
    output  reg done,
    output  reg [11:0] freq,
    output  reg [14:0]  bitmap_addr,
    input               bitmap_data
);
    reg [9:0]   stim_state;
    reg [9:0]   next_stim_state;
    reg [31:0]  delay_counter;
    reg [6:0]   vis_code;
    reg [4:0]   bit_num;
    reg [6:0]   pixel_row;
    reg [7:0]   pixel_col;
    localparam  CLK_TICKS_10MS  = simulate ? 32'd1_000  : 32'd1_000_000;
    localparam  CLK_TICKS_30MS  = simulate ? 32'd3_000  : 32'd3_000_000;
    localparam  CLK_TICKS_300MS = simulate ? 32'd30_000 : 32'd30_000_000;
    localparam  CLK_TICKS_5MS   = simulate ? 32'd500    : 32'd500_000;
    localparam  CLK_TICKS_350US = simulate ? 32'd35     : 32'd35_000;
    localparam  FREQ_HSYNC      = 12'd1200;
    localparam  FREQ_BREAK      = 12'd1200;
    localparam  FREQ_BITZERO    = 12'd1300;
    localparam  FREQ_BITONE     = 12'd1100;
    localparam  FREQ_LEADER     = 12'd1900;
    localparam  FREQ_BLACK      = 12'd1500;
    localparam  FREQ_WHITE      = 12'd2300;
    localparam  STIM_IDLE               = 10'b00_0000_0001;
    localparam  STIM_CAL_LEADER_A       = 10'b00_0000_0010;
    localparam  STIM_CAL_BREAK          = 10'b00_0000_0100;
    localparam  STIM_CAL_LEADER_B       = 10'b00_0000_1000;
    localparam  STIM_VIS_START          = 10'b00_0001_0000;
    localparam  STIM_VIS_SEND           = 10'b00_0010_0000;
    localparam  STIM_VIS_PARITY         = 10'b00_0100_0000;
    localparam  STIM_VIS_END            = 10'b00_1000_0000;
    localparam  STIM_FRAME_HSYNC        = 10'b01_0000_0000;
    localparam  STIM_FRAME_LINE         = 10'b10_0000_0000;
    always @(posedge clk)
        if (reset)
            stim_state <= STIM_IDLE;
        else
            stim_state <= next_stim_state;
    always @(*)
        if(reset)
            next_stim_state = STIM_IDLE;
        else
            case (stim_state)
                STIM_IDLE: begin
                    if (send)
                        next_stim_state = STIM_CAL_LEADER_A;
                    else
                        next_stim_state = STIM_IDLE;
                end 
                STIM_CAL_LEADER_A: begin
                    if (delay_counter == CLK_TICKS_300MS)
                        next_stim_state = STIM_CAL_BREAK;
                    else
                        next_stim_state = STIM_CAL_LEADER_A;
                end 
                STIM_CAL_BREAK: begin
                    if (delay_counter == CLK_TICKS_10MS)
                        next_stim_state = STIM_CAL_LEADER_B;
                    else
                        next_stim_state = STIM_CAL_BREAK;
                end
                STIM_CAL_LEADER_B: begin
                    if (delay_counter == CLK_TICKS_300MS)
                        next_stim_state = STIM_VIS_START;
                    else
                        next_stim_state = STIM_CAL_LEADER_B;
                end
                STIM_VIS_START:
                    if (delay_counter == CLK_TICKS_30MS)
                        next_stim_state = STIM_VIS_SEND;
                    else
                        next_stim_state = STIM_VIS_START;
                STIM_VIS_SEND:
                    if ((bit_num == 3'd6) &&
                        (delay_counter == CLK_TICKS_30MS))
                        next_stim_state = STIM_VIS_PARITY;
                    else
                        next_stim_state = STIM_VIS_SEND;
                STIM_VIS_PARITY:
                    if (delay_counter == CLK_TICKS_30MS)
                        next_stim_state = STIM_VIS_END;
                    else
                        next_stim_state = STIM_VIS_PARITY;
                STIM_VIS_END:
                    if (delay_counter == CLK_TICKS_30MS)
                        next_stim_state = STIM_FRAME_HSYNC;
                    else
                        next_stim_state = STIM_VIS_END;
                STIM_FRAME_HSYNC: begin
                    if (delay_counter == CLK_TICKS_5MS)
                        next_stim_state = STIM_FRAME_LINE;
                    else
                        next_stim_state = STIM_FRAME_HSYNC;
                end
                STIM_FRAME_LINE: begin
                    if ((pixel_col == 8'd159) &&
                        (delay_counter == CLK_TICKS_350US))
                        next_stim_state = STIM_FRAME_HSYNC;
                    else
                        next_stim_state = STIM_FRAME_LINE;
                end
                default:
                        next_stim_state = STIM_IDLE;
            endcase
    always @(posedge clk)
        if(reset) begin
            bitmap_addr     <= 15'b0;
            delay_counter   <= 1;
            freq            <= 0;
            done            <= 0;
            pixel_row       <=  7'd0; 
            pixel_col       <=  8'd0;
        end
        else
            case (stim_state)
                STIM_IDLE: begin
                    freq            <=  0;
                    done            <= 0;
                    delay_counter   <= 32'd1;
                    pixel_row       <=  7'd0; 
                    pixel_col       <=  8'd0;
                end 
                STIM_CAL_LEADER_A: begin
                    freq <= FREQ_LEADER; 
                    if (delay_counter == CLK_TICKS_300MS)
                        delay_counter   <= 32'd1;
                    else
                        delay_counter   <= delay_counter + 32'd1;
                end 
                STIM_CAL_BREAK: begin
                    freq <= FREQ_BREAK; 
                    if (delay_counter == CLK_TICKS_10MS)
                        delay_counter   <= 32'd1;
                    else
                        delay_counter   <= delay_counter + 32'd1;
                end
                STIM_CAL_LEADER_B: begin
                    freq <= FREQ_LEADER; 
                    if (delay_counter == CLK_TICKS_300MS)
                        delay_counter   <= 32'd1;
                    else
                        delay_counter   <= delay_counter + 32'd1;
                end 
                STIM_VIS_START: begin
                    vis_code    <= 7'b0001000;  
                    bit_num     <= 3'b000;
                    freq        <= FREQ_BREAK;
                    if (delay_counter == CLK_TICKS_30MS)
                        delay_counter   <= 32'd1;
                    else
                        delay_counter   <= delay_counter + 32'd1;
                end 
                STIM_VIS_SEND: begin
                    if (vis_code[bit_num] == 0)
                        freq    <= FREQ_BITZERO;
                    else
                        freq    <= FREQ_BITONE;    
                    if (delay_counter == CLK_TICKS_30MS) begin
                        delay_counter   <= 32'd1;
                        bit_num <= bit_num + 5'd1;
                    end
                    else
                        delay_counter   <= delay_counter + 32'd1;
                end 
                STIM_VIS_PARITY: begin
                    if (^vis_code)
                        freq    <= FREQ_BITONE;
                    else
                        freq    <= FREQ_BITZERO;
                    if (delay_counter == CLK_TICKS_30MS)
                        delay_counter   <= 32'd1;
                    else
                        delay_counter   <= delay_counter + 32'd1;
                end    
                STIM_VIS_END: begin
                    freq        <= FREQ_BREAK;
                    if (delay_counter == CLK_TICKS_30MS)
                        delay_counter   <= 32'd1;
                    else
                        delay_counter   <= delay_counter + 32'd1;
                end 
                STIM_FRAME_HSYNC: begin
                    freq <= FREQ_HSYNC;
                    bitmap_addr <= 15'b0;
                    if (delay_counter == CLK_TICKS_5MS)
                        delay_counter   <= 32'd1;
                    else
                        delay_counter   <= delay_counter + 32'd1;
                end
                STIM_FRAME_LINE: begin
                    if (bitmap_data) 
                        freq <= FREQ_WHITE;
                    else
                        freq <= FREQ_BLACK;
                    bitmap_addr <= (pixel_row * 8'd160) + pixel_col;
                    if (delay_counter == CLK_TICKS_350US) begin
                        delay_counter   <= 32'd1;
                        if (pixel_col < 8'd159)
                            pixel_col <= pixel_col + 8'd1;
                        else begin
                            pixel_col <= 8'd0;
                            pixel_row <= pixel_row + 7'd1;
                        end
                    end
                    else
                        delay_counter   <= delay_counter + 32'd1;
                    if (pixel_row == 7'd120)
                        done    <= 1;
                end
                default: begin
                    freq            <=  0;
                    done            <= 0;
                    delay_counter   <= 32'd1;
                    pixel_row       <=  7'd0; 
                    pixel_col       <=  8'd0;
                end
            endcase
endmodule
==> CHANGELOG.md <==
## Implementation

- P&R area growth vs syn: 14.43%
- Ys Warns: 1
- Dpl hpwl: ~6700 um
- Post-synth ARST share: 0%
- Pin count of the biggest net entering global routing: 39
- Crit start category: flop
- Die area: 0.01161 sq mm
- Number of cells in Yosys stat: between 500 and 600
- Max-cap viol count: 0
- CTS Sinks: a little under 90
- Sw Share: about a fifth
- Hold Vio Cnt, Final: 0
- Setup crit start: pixel_row[1]
- Post-Syn Area per Cell: between 8 and 9 sq um
- Total global routing overflow: 0
- Pre-CTS WS: around 0.70 ns
- Setup slack, reg-to-reg: slightly below 0.7 ns
- Yosys chip area: 0.004473 sq mm
- CP Capture Type: flop
- Main flop type: dfxtp_1
- Setup bufs post-CTS: 0
- Switch Pwr: 0.3824 mW
- Clk latency late pin: 0.36 ns
- Root Driver: clkbuf_8
- CTS HTree Levels: 3
- CTS Buf Count: 9
- GPL Wtd Cong: approximately 0.94
- Gate power share: under 10%
- Final WS setup: slightly below 0.7 ns
- TritonCTS clock tree: built
- CTS Buffer Depth: 2
- Cell area power density: approximately 350 mW/mm^2
- Vias in the first global route: between 3000 and 4000
- Port bufs: 29
- Fraction of layout instances using a drive strength above 1: under 10%
- Drt drc: 0
- N_diodes: 0
- Crit path time final: between 2 and 3 ns
- Core Box Area: 0.01089 sq mm
- Final clock skew: approximately 0.010 ns
- R2r endpoint: bitmap_addr[14]
- Fin Setup TNS: 0 ns
- Synth cell types: a little over 60
- Worst-path fanout max: 6
- DR WL/cell: between 10 and 15 um
- Pre-Repair DR Iteration Count: 4
- Cell Rows: 38
- Cell Area, Synth: 0.004473 sq mm
- CP endpoint: bitmap_addr[14]
- Clock power frac: 42.9%
- Via count: roughly 3600
- Vias/cell: 5.293
- Worst min-delay path category: flop to flop
- Detail Route Antenna Nets: 0
- Max VDD drop: around 260 uV
- Detailed Route WL: 9400 um
- Iter 0 DRT Violations: ~210
- Register share after synthesis: around two fifths
- Worst r2r path cells: 9
- Sequential fraction of design power: 54.2%
- Final setup viols: 0
- RSZ-0062 raised after global routing: false
- Critical Path RT: around 4 ns
- Launch point of the worst reg-to-reg path: pixel_row[1]
- Die width: around 110 um
- Relative slew slack: ~52%
- Final Cycle Share: roughly 81%
- Tool warnings: 28
- Max Clock Freq: 341.9 MHz
- Fillers: just over 1000
- Measured slew at the worst slew-check pin: roughly 0.71 ns
- Num ports: 32
- Initial Util: 41.08%
- CTS resizes: 0
- Clock transition at the registers of the reported paths: 0.09 ns
- Leakage: 1.886 nW
- Die height: ~110 um
- Critical path type: flop to flop
- Internal power: 1.428 mW
- CP arrival: ~3.2 ns
- Antenna violations before repair: 0
- Status: complete, no violations
- Ys flops: 87
- Fin. max-slew vios: 0
- Global-route wire length before repair: 16500 um
- Post-CTS Hold Buffers: 0
- Number of enable flip-flop cells: 5
- Syn Inst Count: about 510
- Gr usage total: 18.11%
- Worst hold path depth: 1
==> worst max-delay path, stage by stage, from the launching register on <==
cell and delay, ns:
dfxtp_1 0.46, ha_1 0.28, ha_1 0.23, inv_1 0.08, fa_1 0.47, or3_1 0.36, nor4_1 0.45, nand3_1 0.16
o31a_1 0.26, a21oi_1 0.12
==> cell families after synthesis <==
logic type,after synthesis,share of synthesized area (%)
and+or+nand+nor,238,27.58
DFF,87,40.06
AOI/OAI and AO/OA,77,11.41
xor gates and xnor gates,48,9.706
buffers and inverters,35,3.245
adders and majority gates,24,6.993
muxes,4,0.9231
other,1,0.08384
==> routing by layer <==
metal  wire length [um]  vias to the layer above  track usage, %
li1                   -                     1863               -
met1               4754                     1713           28.01
met2               4248                       41           27.98
met3                284                        9           3.210
met4                113                        0           2.153
met5                  0                        -               0
==> sequential cells by signal (all words and copies together) (netlist names) <==
name	count
done	1
bit_num	5
pixel_col	8
bitmap_addr	15
delay_counter	32
pixel_row	7
freq	9
stim_state	10
==> placed cells by master, fill, tap and decap left out, drive strengths merged, types with 5 or more instances in the layout <==
cell / Yosys / layout
nor3: 9 / 9
o21ai: 13 / 13
edfxtp: 5 / 5
a21oi: 25 / 25
nor2b: 7 / 7
clkbuf: 13 / 12
xor2: 31 / 31
nor2: 82 / 82
or3: 7 / 7
and2: 10 / 10
and4: 5 / 5
nor4b: 5 / 5
dfxtp: 82 / 82
inv: 16 / 17
nand3: 25 / 25
nor4: 9 / 9
nand2: 31 / 31
ha: 21 / 21
nand4: 9 / 9
clkdlybuf4s50: 0 / 29
xnor2: 16 / 16
a31oi: 8 / 8
and3: 24 / 24
==> synth_stat cells (10+ instances only) <==
library cell  instances  area (sq um)
xor2_1               31         271.5
clkbuf_1             13         48.80
a21oi_1              25         125.1
nand2_1              31         116.4
and3_1               24         150.1
nor2_1               81         304.0
xnor2_1              16         140.1
and2_1               10         62.56
o21ai_0              12         60.06
ha_1                 21         262.8
inv_1                16         60.06
nand3_1              24         120.1
dfxtp_1              82          1642
==> stage by stage <==
stage	cells	power, mW	util, %	area [sq um]	hold WS [ns]
detailed placement	669	1.056	44.89	4887	0.4528
floorplan	515	1.036	-	4477	0.4130
global placement	669	1.056	44.89	4887	0.4405
finish	685	1.810	47.01	5119	0.4742
global route	685	1.888	47.01	5119	0.5068
CTS	685	1.835	47.01	5119	0.4733
==> power groups by stage <==
| stage | combinational [mW] | sequential (mW) | clock, mW |
|---|---|---|---|
| after CTS | 0.0534 | 0.980 | 0.801 |
| after global routing | 0.0604 | 0.982 | 0.846 |
| final | 0.0527 | 0.981 | 0.777 |
==> worst min path at each step <==
stage	endpoint	startpoint	slack (ns)
CTS	stim_state[0]	stim_state[0]	0.47
finish	stim_state[0]	stim_state[0]	0.47
global route	stim_state[0]	stim_state[0]	0.51
==> cell type report <==
type | count | area [sq um] | area share, %
Multi-Input combinational cell | 393 | 2540 | 49.62
Sequential cell | 87 | 1792 | 35.00
Timing Repair Buffer | 33 | 320.3 | 6.258
Tap cell | 140 | 175.2 | 3.422
Clock buffer | 12 | 155.1 | 3.031
Clock inverter | 4 | 76.32 | 1.491
Inverter | 16 | 60.06 | 1.173
Power figures rest on the tool's default switching activity, not on a simulated workload.
