**/design/flow/run.sh**
```bash
#!/bin/bash
# OpenROAD 26Q1-2900-gdf79404cd8, Yosys 0.63+post, stock flow scripts
make -C /OpenROAD-flow-scripts/flow DESIGN_CONFIG=/design/flow/config.mk WORK_HOME=/design/flow/orfs finish
```
**/design/flow/config.mk**
```make
export PLATFORM = sky130hd
export DESIGN_NAME = sstv
export DESIGN_NICKNAME = sstv
export VERILOG_FILES = /design/flow/design.v
export SDC_FILE = /design/flow/constraint.sdc
export NUM_CORES = 4
export LEC_CHECK = 1
export CORE_UTILIZATION = 50
```
**/design/flow/constraint.sdc**
```tcl
current_design sstv

set clk_period 7.3
set clk_io_pct 0.2

create_clock -name clk0 -period $clk_period [get_ports {clk}]

set non_clock_inputs [all_inputs -no_clocks]
set_input_delay [expr $clk_period * $clk_io_pct] -clock clk0 $non_clock_inputs
set_output_delay [expr $clk_period * $clk_io_pct] -clock clk0 [all_outputs]
```
**/design/flow/design.v**
```verilog
module sstv #(
    parameter simulate = 0
)   (
    input clk,
    input reset,
    input [11:0] freq,
    output  reg vid_write,
    output  reg [14:0]  vid_addr,
    output  reg [1:0]   vid_pixel,
    output  [6:0]   vis_code,
    output  vis_valid
);
    wire cal_active;
    wire cal_ok;
    reg [8:0]   sstv_state;
    reg [8:0]   next_sstv_state;
    reg [31:0]  delay_counter;
    reg [6:0]   sstv_row;
    reg [7:0]   sstv_col;
    wire [1:0]  pixel_data;
    localparam  CLK_TICKS_30MS  =   simulate ? 32'd3_000 : 32'd3_000_000;
    localparam  CLK_TICKS_5MS   =   simulate ? 32'd500   : 32'd500_000;
    localparam  CLK_TICKS_350US =   simulate ? 32'd35    : 32'd35_000;
    localparam  HORIZ_MAX = 8'd160;
    localparam  VERT_MAX  = 7'd120;
    localparam  FREQ_HSYNC  = 12'd1200;
    localparam  FREQ_BLACK  = 12'd1500;
    localparam  FREQ_WHITE  = 12'd2300;
    localparam  SSTV_IDLE   = 'b00000001;
    localparam  SSTV_CAL    = 'b00000010;
    localparam  SSTV_VIS    = 'b00000100;
    localparam  SSTV_FRAME  = 'b00001000;
    always @(posedge clk)
        if (reset)
            sstv_state <= SSTV_IDLE;
        else
            sstv_state <= next_sstv_state;
    always @(*)
        if(reset)
            next_sstv_state = SSTV_IDLE;
        else
            case (sstv_state)
                SSTV_IDLE: begin
                    if (cal_active)
                        next_sstv_state = SSTV_CAL;
                    else
                        next_sstv_state = SSTV_IDLE;
                end
                SSTV_CAL: begin
                    if (!cal_active && cal_ok)
                        next_sstv_state = SSTV_VIS;
                    else if (cal_active)
                        next_sstv_state = SSTV_CAL;
                    else
                        next_sstv_state = SSTV_IDLE;
                end
                SSTV_VIS: begin
                    if (vis_valid)
                        next_sstv_state = SSTV_FRAME;
                    else if (!cal_ok && !vis_valid)
                        next_sstv_state = SSTV_IDLE;
                    else
                        next_sstv_state = SSTV_VIS;
                end
                SSTV_FRAME: begin
                    if (!cal_active && !cal_ok)
                        next_sstv_state = SSTV_IDLE;
                    else
                    if (sstv_row == VERT_MAX)
                        next_sstv_state = SSTV_IDLE;
                    else
                        next_sstv_state = SSTV_FRAME;
                end
                default:
                        next_sstv_state = SSTV_IDLE;
            endcase
    always @(posedge clk)
        if(reset) begin
            sstv_row   <= 0;
            sstv_col   <= 0;
            vid_write  <= 0;
            vid_addr   <= 0;
        end
        else
            case (sstv_state)
                SSTV_IDLE: begin
                    sstv_row    <= 0;
                    sstv_col    <= 0;
                    vid_write   <= 0;
                    vid_addr    <= 0;
                    delay_counter <= 1;
                end
                SSTV_CAL: begin
                end
                SSTV_VIS: begin
                end
                SSTV_FRAME: begin
                    vid_addr <= (sstv_row * 8'd160) + sstv_col;
                    if (FREQ_HSYNC == freq) begin
                        sstv_col    <= 0;
                        delay_counter <= 1;
                    end
                    else
                    if ((freq >= FREQ_BLACK) &&
                        (freq <= FREQ_WHITE)) begin
                            if (delay_counter == (CLK_TICKS_350US / 2)) begin
                                delay_counter <= delay_counter + 1;
                                vid_pixel <= pixel_data;
                                vid_write <= 1;
                            end
                            else
                            if (delay_counter < CLK_TICKS_350US) begin
                                delay_counter <= delay_counter + 1'b1;
                                vid_write <= 0;
                            end
                            else begin
                                delay_counter <= 1;
                                vid_write <= 0;
                                if (sstv_col == 8'd159) begin
                                    sstv_col <= 0;
                                    sstv_row <= sstv_row + 1'b1;
                                end
                                else
                                    sstv_col <= sstv_col + 1'b1;
                            end
                        end
                end
            endcase
    sstv_cal #(
        .simulate(simulate)
    ) CAL (
        .clk(clk),
        .reset(reset),
        .freq(freq),
        .cal_active(cal_active),
        .cal_ok(cal_ok)
    );
    sstv_vis #(
        .simulate(simulate)
    ) VIS (
        .clk(clk),
        .reset(reset),
        .freq(freq),
        .cal_ok(cal_ok),
        .vis_code(vis_code),
        .valid(vis_valid)
    );
    sstv_pixel PIX (
        .reset(reset),
        .freq(freq),
        .color(pixel_data)
    );
endmodule
module sstv_cal #(
    parameter simulate = 0
)   (
    input   clk,
    input   reset,
    input   frame_active,
    input   [11:0] freq,
    output  reg cal_active,
    output  reg cal_ok
);
    reg [31:0] cal_counter;
    reg [3:0] cal_state;
    reg [3:0] next_cal_state;
    localparam  CLK_TICKS_10MS  = simulate ? 32'd1_000  : 32'd1_000_000;
    localparam  CLK_TICKS_300MS = simulate ? 32'd30_000 : 32'd30_000_000;
    localparam  FREQ_1900HZ = 12'd1900;
    localparam  FREQ_1200HZ = 12'd1200;
    localparam SSTV_CAL_IDLE        = 4'b0001;
    localparam SSTV_CAL_LEADER_A    = 4'b0010;
    localparam SSTV_CAL_BREAK       = 4'b0100;
    localparam SSTV_CAL_LEADER_B    = 4'b1000;
    always @(posedge clk)
        if (reset)
            cal_state <= SSTV_CAL_IDLE;
        else
            cal_state <= next_cal_state;
    always @(*) begin
        next_cal_state = SSTV_CAL_IDLE;
        case(cal_state)
            SSTV_CAL_IDLE: begin
                if ((FREQ_1900HZ == freq) &&
                    !frame_active)
                    next_cal_state = SSTV_CAL_LEADER_A;
                else
                    next_cal_state = SSTV_CAL_IDLE;
            end
            SSTV_CAL_LEADER_A: begin
                if (FREQ_1900HZ == freq)
                    next_cal_state = SSTV_CAL_LEADER_A;
                else if (FREQ_1200HZ == freq)
                    if (cal_counter >= CLK_TICKS_300MS)
                        next_cal_state = SSTV_CAL_BREAK;
                    else
                        next_cal_state = SSTV_CAL_IDLE;
                else
                    next_cal_state = SSTV_CAL_IDLE;
            end
            SSTV_CAL_BREAK: begin
                if (FREQ_1200HZ == freq)
                    next_cal_state = SSTV_CAL_BREAK;
                else if (FREQ_1900HZ == freq)
                    if (cal_counter >= CLK_TICKS_10MS)
                        next_cal_state = SSTV_CAL_LEADER_B;
                    else
                        next_cal_state = SSTV_CAL_IDLE;
                else
                    next_cal_state = SSTV_CAL_IDLE;
            end
            SSTV_CAL_LEADER_B: begin
                if (FREQ_1900HZ == freq)
                    next_cal_state = SSTV_CAL_LEADER_B;
                else
                    next_cal_state = SSTV_CAL_IDLE;
            end
            default:
                next_cal_state = SSTV_CAL_IDLE;
        endcase
    end
    always @(posedge clk)
        if (reset) begin
            cal_active   <= 0;
            cal_ok       <= 0;
        end
        else
            case (cal_state)
                SSTV_CAL_IDLE: begin
                    cal_active  <= 0;
                    cal_counter <= 32'd1;
                end
                SSTV_CAL_LEADER_A: begin
                    cal_active  <= 1;
                    cal_ok      <= 0;
                    if (FREQ_1900HZ == freq)
                        cal_counter <= cal_counter + 32'd1;
                    else
                        cal_counter <= 32'd1;
                end
                SSTV_CAL_BREAK: begin
                    if (FREQ_1200HZ == freq)
                        cal_counter <= cal_counter + 32'd1;
                    else
                        cal_counter <= 32'd1;
                end
                SSTV_CAL_LEADER_B: begin
                    if (FREQ_1900HZ == freq)
                        cal_counter <= cal_counter + 32'd1;
                    else begin
                        if (cal_counter >= CLK_TICKS_300MS)
                            cal_ok <= 1;
                        else
                            cal_ok <= 0;
                    end
                end
            endcase
endmodule
module sstv_pixel (
    input   reset,
    input   [11:0]  freq,
    output  reg [1:0] color
);
    localparam PIXEL_BLACK     = 2'b00;
    localparam PIXEL_DARKGRAY  = 2'b01;
    localparam PIXEL_LIGHTGRAY = 2'b10;
    localparam PIXEL_WHITE     = 2'b11;
    localparam FREQ_BLACK_LOWER = 12'd1500;
    localparam FREQ_BLACK_UPPER = 12'd1700;
    localparam FREQ_GRAY_MIDDLE = 12'd1900;
    localparam FREQ_WHITE_LOWER = 12'd2100;
    localparam FREQ_WHITE_UPPER = 12'd2300;
    always @(*)
        if (reset)
            color = 0;
        else begin
            if ((freq > FREQ_WHITE_LOWER) &&
                (freq <= FREQ_WHITE_UPPER))
                    color = PIXEL_WHITE;
            else
            if ((freq > FREQ_GRAY_MIDDLE) &&
                (freq <= FREQ_WHITE_LOWER))
                    color = PIXEL_LIGHTGRAY;
            else
            if ((freq > FREQ_BLACK_UPPER) &&
                (freq <= FREQ_GRAY_MIDDLE))
                    color = PIXEL_DARKGRAY;
            else
                color = PIXEL_BLACK;
        end
endmodule
module sstv_vis #(
    parameter simulate = 0
)   (
    input   clk,
    input   reset,
    input   [11:0]  freq,
    input   cal_ok,
    output  reg [6:0] vis_code,
    output  reg valid
);
    reg [8:0] data_recv;
    reg [4:0]   vis_state;
    reg [4:0]   next_vis_state;
    reg [3:0]   bit_num;
    reg [31:0]  delay_counter;
    localparam  CLK_TICKS_30MS  =   simulate ? 32'd3_000 : 32'd3_000_000;
    localparam  FREQ_1100HZ = 12'd1100;
    localparam  FREQ_1200HZ = 12'd1200;
    localparam  FREQ_1300HZ = 12'd1300;
    localparam  SSTV_VIS_LENGTH      = 4'd8;
    localparam  SSTV_VIS_IDLE    =   'b00001;
    localparam  SSTV_VIS_BEGIN   =   'b00010;
    localparam  SSTV_VIS_RECV    =   'b00100;
    localparam  SSTV_VIS_END     =   'b01000;
    localparam  SSTV_VIS_PARITY  =   'b10000;
    always @(posedge clk)
        if (reset)
            vis_state <= SSTV_VIS_IDLE;
        else
            vis_state <= next_vis_state;
    always @(*) begin
        next_vis_state = SSTV_VIS_IDLE;
        case (vis_state)
            SSTV_VIS_IDLE:
                if (cal_ok && (freq == FREQ_1200HZ))
                    next_vis_state = SSTV_VIS_BEGIN;
                else
                    next_vis_state = SSTV_VIS_IDLE;
            SSTV_VIS_BEGIN:
                    if (CLK_TICKS_30MS == delay_counter)
                        next_vis_state = SSTV_VIS_RECV;
                    else if (((CLK_TICKS_30MS / 2) == delay_counter) &&
                            (FREQ_1200HZ != freq))
                        next_vis_state = SSTV_VIS_IDLE;
                    else
                        next_vis_state = SSTV_VIS_BEGIN;
            SSTV_VIS_RECV:
                if ((CLK_TICKS_30MS / 2) == delay_counter)
                    if ((FREQ_1100HZ != freq) &&
                        (FREQ_1300HZ != freq))
                        next_vis_state = SSTV_VIS_IDLE;
                    else
                        next_vis_state = SSTV_VIS_RECV;
                else if ((bit_num == SSTV_VIS_LENGTH) &&
                        (CLK_TICKS_30MS == delay_counter))
                    next_vis_state = SSTV_VIS_END;
                else
                    next_vis_state = SSTV_VIS_RECV;
            SSTV_VIS_END:
                if (CLK_TICKS_30MS == delay_counter)
                    next_vis_state = SSTV_VIS_PARITY;
                else if (((CLK_TICKS_30MS / 2) == delay_counter) &&
                         (FREQ_1200HZ != freq))
                    next_vis_state = SSTV_VIS_IDLE;
                else
                    next_vis_state = SSTV_VIS_END;
            SSTV_VIS_PARITY:
                if (0 == cal_ok)
                    next_vis_state = SSTV_VIS_IDLE;
                else
                    next_vis_state = SSTV_VIS_PARITY;
            default:
                next_vis_state = SSTV_VIS_IDLE;
        endcase
    end
    always @(posedge clk)
        if (reset) begin
            data_recv       <= 10'b0;
            vis_code        <= 7'b0;
            valid           <= 1'b0;
            delay_counter   <= 32'b1;
            bit_num         <= 4'd0;
        end
        else
            case (vis_state)
                SSTV_VIS_IDLE: begin
                    data_recv   <= 10'b0;
                    bit_num     <= 4'd0;
                    if (FREQ_1200HZ == freq)
                        delay_counter <= delay_counter + 32'b1;
                    else
                        delay_counter <= 32'b1;
                end
                SSTV_VIS_BEGIN: begin
                    valid    <= 1'b0;
                    if (CLK_TICKS_30MS == delay_counter)
                        delay_counter <= 32'b1;
                    else
                        delay_counter <= delay_counter + 32'b1;
                end
                SSTV_VIS_RECV:
                    if (CLK_TICKS_30MS == delay_counter) begin
                        delay_counter <= 32'b1;
                        data_recv <= data_recv >> 9'b1;
                    end
                    else begin
                        delay_counter <= delay_counter + 32'b1;
                        if ((CLK_TICKS_30MS / 2) == delay_counter) begin
                            bit_num <= bit_num + 4'd1;
                            if (FREQ_1300HZ == freq)
                                data_recv[8] <= 1'b0;
                            else
                                data_recv[8] <= 1'b1;
                        end
                    end
                SSTV_VIS_END:
                    if (CLK_TICKS_30MS == delay_counter)
                        delay_counter <= 32'b1;
                    else
                        delay_counter <= delay_counter + 32'b1;
                SSTV_VIS_PARITY:
                    if (^data_recv[7:0] == data_recv[8]) begin
                        vis_code <= data_recv[7:0];
                        valid    <= 1'b1;
                    end
            endcase
endmodule
```
==> flow_summary.rst <==
Metrics
=======

.. list-table::
   :header-rows: 1

   * - Metric
     - Value
   * - Comb area
     - 4324 µm²
   * - Post-route worst setup slack
     - 3.372 ns
   * - Number of logic stages on the critical path including buffering
     - 7
   * - Worst hold path cell count
     - 1
   * - Clk pwr share
     - 45.3%
   * - Global-route wire length before repair
     - 29840 µm
   * - P&R area growth vs syn
     - 14.87%
   * - Global routing usage on met1
     - 35.71%
   * - Chip Width
     - 131.8 µm
   * - Kind of cell adding the most delay to the critical path
     - simple AND/OR/NAND/NOR gates
   * - Sequence of cells on the critical path
     - clkdlybuf4s50_1 > nor4b_1 > a41o_1 > or3_1 > nand2b_1 > o211ai_1 > o31ai_1
   * - Number of distinct library cells after synthesis
     - 68
   * - Cell-internal power
     - 0.001468 W
   * - Largest stage delay, worst path
     - 0.61 ns
   * - Total tool warning count
     - 31
   * - Slowest cell on the critical path
     - sky130_fd_sc_hd__nor4b_1
   * - Worst Setup Start Kind
     - input pin
   * - Routability congestion estimate
     - 0.8757
   * - Area share of the leading cell type in the synthesized netlist
     - 23.53%
   * - Buffers added on ports
     - 39
   * - Worst Path Class, Setup
     - in2reg
   * - Power share of the combinational group
     - 2.7%
   * - R2R cell count
     - 10
   * - 1st-iter DRT viols
     - 406
   * - Area of placed instances
     - 9102 µm²
   * - Die boundary height
     - 131.8 µm
   * - CP max FO
     - 21
   * - Worst EP required
     - 7.60 ns
   * - Number of enable flip-flop cells
     - 66
   * - Overall power consumption
     - 0.001891 W
   * - Count of boundary I/O pins
     - 40
   * - Number of antenna cells inserted
     - 0
   * - Peak VDD IR
     - 228.7 µV
   * - Predominant post-synthesis flop cell
     - sky130_fd_sc_hd__dfxtp_1
   * - Vias per cell
     - 5.490
   * - Power density relative to cell area
     - 195.5 nW/µm²
   * - Post-route DRC violation count
     - 0
   * - Wire per inst
     - 14.06 µm
   * - Total congestion overflow
     - 0
   * - Worst min-delay path startpoint
     - CAL.cal_state[0]
   * - Total of hold buffers inserted after clock tree synthesis
     - 0
   * - Post-route clock period utilization
     - 53.80%
   * - Maximum Capacitance Violations
     - 0
   * - Global routing usage on met2
     - 32.98%
   * - Tot GR Track Use
     - 21.53%
   * - Antenna Nets Post-Route
     - 0
   * - Register share of total power
     - 52.0%
   * - Number of endpoints with negative hold slack in the final report
     - 0
   * - Clock latency on the worst-skew pair
     - 0.42 ns
   * - Most common library cells after synthesis
     - 137 x sky130_fd_sc_hd__nor2_1, 99 x sky130_fd_sc_hd__dfxtp_1, 66 x sky130_fd_sc_hd__edfxtp_1, 65 x sky130_fd_sc_hd__nand2_1, 61 x sky130_fd_sc_hd__nand3_1
   * - DP Worst Slack
     - 2.930 ns
   * - Storage element area
     - 3964 µm²
   * - Number of iterations in the first detailed-routing pass
     - 5
   * - Post-DP HPWL
     - 11250 µm
   * - Core Util at FP
     - 50.97%
   * - Final max-slew violation count
     - 0
   * - Yosys warning count
     - 5
   * - Setup repair after global routing missed its margin
     - no
   * - Clock root buffer master
     - sky130_fd_sc_hd__clkbuf_16
   * - Sw Share
     - 22.37%
   * - Clock-pin slew on the worst setup and hold paths
     - 0.06 ns
   * - Number of filler instances in the final layout
     - 1367
   * - Cells in synth_stat.txt
     - 911
   * - Synth async-reset ratio
     - 0%
   * - Total of cells resized after clock tree synthesis
     - 0
   * - CORE AREA
     - 16520 µm²
   * - Routed wire length
     - 16810 µm
   * - Clock buffer depth
     - 2
   * - Via count of the first global-routing pass
     - 6217
   * - Post-synthesis chip area from yosys
     - 8423 µm²
   * - First element of the critical path
     - freq[9]
   * - Summed instance area of the synthesized netlist
     - 8423 µm²
   * - Number of antenna violations at the first check in global routing
     - 0
   * - Buffering stage count on the worst path with inverters included
     - 1
   * - Synth area leaders
     - sky130_fd_sc_hd__dfxtp_1 24%, sky130_fd_sc_hd__edfxtp_1 24%, sky130_fd_sc_hd__nor2_1 6.1%
   * - CP Capture Type
     - register
   * - Layout Skew
     - 0.01106 ns
   * - Layout cells sized above 1
     - 5.436%
   * - Number of sinks handled by clock tree synthesis
     - 165
   * - Path class of the lowest-slack min-delay path
     - reg2reg
   * - Min Hold Slack
     - 0.4529 ns
   * - Maximum clock frequency
     - 254.6 MHz
   * - Shortest clock period the worst path allows after layout
     - 3.928 ns
   * - Row count
     - 47
   * - Total of flip-flops plus latches after synthesis
     - 165
   * - Maximum number of pins on one net before global-route repair
     - 61
   * - Count leader, synth
     - sky130_fd_sc_hd__nor2_1
   * - Number of setup violations in the final report
     - 0
   * - Clock buffer count from CTS
     - 17
   * - Status
     - completed
   * - Average cell area after synthesis
     - 9.246 µm²
   * - Buffers inserted during post-CTS setup optimization
     - 0
   * - Via count of the routed design
     - 6560
   * - Remaining max-slew budget at the tightest pin
     - 41.78%
   * - Setup TNS after final layout
     - 0 ns
   * - Leak
     - 3.414 nW
   * - CTS tree
     - yes
   * - Worst reg2reg path startpoint
     - sstv_row[2]
   * - Worst-margin pin slew
     - 0.8642 ns
   * - Share of the yosys chip area belonging to registers
     - 47.06%
   * - Signal arrival time at the worst endpoint
     - 4.22 ns
   * - Psw
     - 0.0004230 W
   * - Total die size
     - 17370 µm²
   * - # H-tree levels
     - 4
   * - Final std cell area, no fill
     - 9676 µm²
   * - Post-synth top area cell
     - sky130_fd_sc_hd__dfxtp_1
   * - GR met3 Demand/Resource
     - 3.651%
   * - Layer carrying the most global-route usage
     - met1
   * - Synthesized instance count
     - 911
final timing paths:
| kind | to | slack, ns |
|---|---|---|
| max | sstv_col[7] | 3.37 |
| min | CAL.cal_state[0] | 0.45 |
| max reg2reg | vid_addr[13] | 4.58 |
| min reg2reg | CAL.cal_state[0] | 0.45 |
cells by family after synthesis:
family | after synthesis | share of synthesized area [%]
AOI/OAI and AO/OA | 130 | 9.492
adders and majority gates | 26 | 4.040
and+or+nand+nor | 435 | 26.25
other | 1 | 0.04452
buffers and inverters | 57 | 2.585
DFF | 165 | 47.06
muxes | 8 | 0.9507
xor gates and xnor gates | 89 | 9.581
power by group through the flow:
stage / Clock, W / Combinational [W] / Sequential [W]
CTS: 0.000879 / 0.0000515 / 0.000983
global route: 0.000921 / 0.0000574 / 0.000985
finish: 0.000856 / 0.0000512 / 0.000984
flip-flops by register name, indices dropped and copies added, names as in the netlist, 2 cells and up:
signal             flops
VIS.vis_state          5
VIS.vis_code           7
vid_addr              15
sstv_row               7
CAL.cal_state          4
VIS.bit_num            4
delay_counter         32
sstv_col               8
sstv_state             4
VIS.data_recv          9
vid_pixel              2
CAL.cal_counter       32
VIS.delay_counter     32
metal layers:
metal	share of wire, %	wire (µm)	vias to the layer above
li1	-	-	3368
met5	0	0	-
met4	0.58	98	0
met2	46	7693	94
met1	50	8475	3092
met3	3.2	539	6
layout by cell type, fill, tap and decap left out, drive strengths merged, types with 9 or more instances in the layout:
cell,count
conb,16
xor2,45
nand2,66
a21oi,61
nand3,61
clkbuf,17
nand4,26
clkdlybuf4s50,38
nor4,20
or3,13
inv,32
nor3,29
nor2,137
dfxtp,99
o21ai,22
ha,24
edfxtp,66
and2,9
and3,30
xnor2,42
area by class of cell:
class                           count  share of cell area, %
Clock buffer                       17                  4.397
Inverter                           29                  1.125
Multi-Input combinational cell    704                  44.69
Timing Repair Buffer               45                  4.448
Clock inverter                     15                  1.526
Sequential cell                   165                  40.97
Tap cell                          220                  2.845
worst reg2reg max path: stages, from the launching register on:
cell	delay, ns
sky130_fd_sc_hd__dfxtp_1	0.53
sky130_fd_sc_hd__ha_1	0.26
sky130_fd_sc_hd__ha_1	0.19
sky130_fd_sc_hd__inv_1	0.06
sky130_fd_sc_hd__fa_1	0.40
sky130_fd_sc_hd__nor2b_1	0.12
sky130_fd_sc_hd__o21ai_0	0.09
sky130_fd_sc_hd__nor3b_1	0.17
sky130_fd_sc_hd__nor4_1	0.29
sky130_fd_sc_hd__xnor3_1	0.30
sky130_fd_sc_hd__a32o_1	0.21
per-stage QoR:
| step | utilization [%] | instances |
|---|---|---|
| after detailed placement | 55.08 | 1163 |
| after CTS | 58.55 | 1195 |
| after global routing | 58.55 | 1195 |
| after floorplan | - | 926 |
| final | 58.55 | 1195 |
| after global placement | 55.08 | 1163 |
Power figures rest on the tool's default switching activity, not on a simulated workload.
